## flow/constraint.sdc

```tcl
current_design dataMemory

set clk_period 52.6
set clk_io_pct 0.2

create_clock -name clk0 -period $clk_period [get_ports {clk}]

set non_clock_inputs [all_inputs -no_clocks]
set_input_delay [expr $clk_period * $clk_io_pct] -clock clk0 $non_clock_inputs
set_output_delay [expr $clk_period * $clk_io_pct] -clock clk0 [all_outputs]
```

## flow/design.v

```verilog
module dataMemory #(
    parameter ADDR_WIDTH = 8   
)(
    input  logic        clk,
    input  logic        we,
    input  logic [31:0] addr,
    input  logic [31:0] wd,
    output logic [31:0] rd
);
    localparam int WORDS = 1 << ADDR_WIDTH;
    logic [31:0] mem [0:WORDS-1];
    wire [ADDR_WIDTH-1:0] word_addr = addr[ADDR_WIDTH+1:2];  
    assign rd = mem[word_addr];
    always_ff @(posedge clk) begin
        if (we) begin
            mem[word_addr] <= wd;
        end
    end
    initial begin
        for (int i = 0; i < WORDS; i++) begin
            mem[i] = 32'd0;
        end
    end
endmodule
```

## flow/run.sh

```bash
#!/bin/bash
# OpenROAD 26Q1-2900-gdf79404cd8, Yosys 0.63+post, stock flow scripts
make -C /OpenROAD-flow-scripts/flow DESIGN_CONFIG=/design/flow/config.mk WORK_HOME=/design/flow/orfs finish
```

## flow/config.mk

```make
export PLATFORM = sky130hd
export DESIGN_NAME = dataMemory
export DESIGN_NICKNAME = dataMemory
export VERILOG_FILES = /design/flow/design.v
export SDC_FILE = /design/flow/constraint.sdc
export NUM_CORES = 4
export LEC_CHECK = 1
export CORE_UTILIZATION = 50
export SYNTH_MEMORY_MAX_BITS = 65536
```

==> notes.md <==
The synthesis and place-and-route flow finished, so here is a summary.

The run finished with clean final reports. The signal on the critical path passes through buf_16 > buf_4 > buf_4 > buf_4 > buf_4 > buf_4 > buf_4 > buf_4 > buf_4 > mux4_2 > a22oi_1 > a21oi_1 > o41ai_2 > buf_4 > nand4_1 > clkdlybuf4s50_1. The post-cts hold buffer count came out at 0.

The number of buffers inserted by port buffering came out at 73. The gate family responsible for the most delay along the worst path is buffers and inverters. The total cell area reported by yosys after synthesis is approximately 0.31 mm². The count of H-tree levels built during CTS is 6. sky130_fd_sc_hd__edfxtp_1 takes more of the synthesized area than any other cell. The worst setup path startpoint is addr[3]. The count of flip-flops with a built-in enable after synthesis is between 8,000 and 9,000. The post-synthesis instance area came out at 0.308 mm². The largest net degree at the start of global routing came out at around 100.

The per-instance average area after synthesis is between 20 and 25 µm². The number of global-route vias before repair came out at 165,000. The shortest clock period the worst path allows after layout is just over 30 ns. For reference, XOR and XNOR gates occupy 0% of the area reported after synthesis.

TritonCTS built the clock tree. The overall die height came out at 787 µm. The highest achievable clock rate came out at approximately 33 MHz.

After detailed routing, the total wire length is approximately 840,000 µm. For reference, the placement row count at floorplan is ~290. The worst hold path begins at wd[23]. The transition time at the pin with the least slew margin came out at 1.34 ns. The critical path in this run is classified as in2out.

The area of the placeable core came out at 0.615 mm². The category of the worst setup path launch point is an input port. The mux contribution to synthesized area is 15.0%. The worst path buffer plus inverter count is 11. The clock passes through at most 4 buffers.

The number of flip-flops and latches in the synthesized netlist came out at 8,192. The total power is 13.4 mW. In this run, the synthesized area fraction spent on adder and majority cells is recorded as 0%. The largest stage delay on the critical path came out at 1.20 ns.

The global-route wire length before repair is ~1,200,000 µm. Nets still carrying antenna violations after routing amount to 0. Once detailed placement completed, the half-perimeter wirelength came to between 400,000 and 500,000 µm. The number of library cell types mapped by synthesis came out at 21. The total stage count of the critical path is 16. In the synthesized netlist the dominant register cell turns out to be sky130_fd_sc_hd__edfxtp_1. mem holds more flip-flops than any other register.

The final timing report lists a max-slew violation count of 0. The report lists the power per cell area as 38.2 mW/mm². The layout overhead on the synthesized area is 13.7%. STA on the placed design reports a worst setup slack of 22.18 ns. The final global-route overflow total is 0. The synthesis report gives the async set-or-reset register share as 0%. In the synthesized netlist, the dominant kind of combinational cell is multiplexers. The sequential element share of the synthesized area came out at about four fifths. The layout cell share with drive strength beyond 1 came out at 30.0%. The cell at the root of the clock tree is sky130_fd_sc_hd__clkbuf_16. The largest registers in the layout are mem: 8192 flops. The post-route utilization of the core is recorded as 57.0%. The peak ir drop on the vdd network is 0.0381 mV. The die width is 787 µm. The final-report setup violation count is 0. Summing over the stages, the warning tally comes to 54. The area of the die came out at 0.620 mm². The number of DRC violations after detailed routing is 0. The largest fanout of any net on the critical path came out at 95. The timing report shows the most common cell along the critical path to be sky130_fd_sc_hd__buf_4. The main area contributors are sky130_fd_sc_hd__edfxtp_1, sky130_fd_sc_hd__mux4_2, sky130_fd_sc_hd__a22oi_1. In the global route stage, overall resource usage came out at 31.2%. Dividing the final minimum period by the clock period gives 58.2%. The final weighted congestion in routability-driven placement came out at 0.884. The worst min-delay path category is in2reg. TritonRoute output was used to compute an average wire per cell of about 37 µm. The worst max-slew margin expressed relative to the limit came out at 9.79%. The critical path ends at rd[24]. The cell-mix breakdown from Yosys lists the compound-gate area share as 3.69%. In the post-synthesis netlist, the cell with the most instances is sky130_fd_sc_hd__edfxtp_1. The layout stage reports a final design area of 0.351 mm². The placement-stage cell area came out at 0.325 mm². Yosys stat counts 13,100 cells in the synthesized netlist. The mean number of vias per cell came out at 6.37. The number of max-cap violations came out at 0. The leakage power total came out at between 100 and 150 nW.

On the critical path, the stage with the largest delay is an instance of sky130_fd_sc_hd__o41ai_2. Setup repair after global routing left no endpoint under its margin. The number of antenna violations at the first check in global routing is 19. The timing report gives the clock slew at the launch and capture registers of the worst setup and hold paths as 0.05 ns. For this design the top-level I/O count stands at approximately 98.

The detailed router placed 145,000 vias in this run. The number of sinks handled by clock tree synthesis is 8,192. The top-area cell type share of the netlist area is 79.8%.

The total number of yosys warnings is 1. The slack of the critical path is 21.97 ns. For reference, the top cells by count after synthesis are sky130_fd_sc_hd__edfxtp_1, sky130_fd_sc_hd__mux4_2, sky130_fd_sc_hd__a22oi_1.

Of the total synthesized cell area, the portion taken by AND, OR, NAND and NOR gates is 0.490%. The effective utilization at floorplan is 50.2%. After the first detailed-routing iteration, the DRC count stood at 9,131. The OpenROAD report gives the critical path a required time of 42.08 ns. The gate count after technology mapping is 13,100. CTS added clock buffers totalling around 810. The number of failing hold endpoints at the final stage came out at 0. The pre-antenna-repair detailed-routing pass consisted of 8 iterations.

Buffers added to address setup during post-CTS repair amount to 0. Post-CTS repair ended up resizing 0 cells. The arrival time of data at the critical path endpoint is around 20 ns. The worst setup path is captured at an output pin. The flip-flop count of the largest register after layout came out at 8,192. The final setup TNS came out at 0 ns. In the final layout, the fill cell count is 42,700.
[worst min-delay path by stage]
stage | cells past startpoint | end
CTS | 1 | mem[103][20]
global route | 1 | mem[114][23]
finish | 1 | mem[114][23]
[area by class of cell]
| class | instances | area (µm²) | area share [%] |
|---|---|---|---|
| Antenna cell | 14 | 35.0 | 0.00999 |
| Tap cell | 8120 | 10200 | 2.90 |
| Clock buffer | 992 | 21000 | 5.99 |
| Timing Repair Buffer | 885 | 7180 | 2.05 |
| Multi-Input combinational cell | 4066 | 61700 | 17.6 |
| Clock inverter | 497 | 4580 | 1.31 |
| Inverter | 1 | 3.75 | 0.00107 |
| Sequential cell | 8192 | 246000 | 70.1 |
[power breakdown]
group | switching, mW | total, mW | internal, mW
clock network | 2.41 | 5.57 | 3.16
registers | 0.00299 | 7.20 | 7.20
logic | 0.425 | 0.635 | 0.210
total | 2.84 | 13.4 | 10.6
[layer usage]
layer	part of all wire, %	track usage [%]
met3	22	29.7
met4	5.6	12.4
met1	26	32.7
met5	0.30	3.30
met2	46	42.9
[through the flow]
stage	hold slack, ns	std cells
2_1_floorplan	10.62	13100
3_3_place_gp	10.91	21300
3_5_place_dp	10.92	21300
4_1_cts	9.70	22800
5_1_grt	9.75	22800
6_report	9.77	22800
[placed cells by master, fill, tap and decap left out, drive strengths merged, types with 19 or more instances in the layout]
cell           count
nor2             232
buf              846
a21oi            512
nand4             32
clkbuf           992
nor3              30
inv               23
clkinv           390
o41ai            128
a22oi           1024
bufinv            66
mux4            2048
nand2             28
clkinvlp          19
clkdlybuf4s50     39
edfxtp          8192
[logic make-up after synthesis]
group | count (synthesis)
simple gates | 354
buf+inv | 797
mux | 2048
flops | 8192
compound gates | 1664
No activity file was given, so power comes from the tool's default toggle rates.
