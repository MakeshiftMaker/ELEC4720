===== flow/constraint.sdc =====
current_design alu

set clk_period 28.6
set clk_io_pct 0.2

create_clock -name clk0 -period $clk_period

set non_clock_inputs [all_inputs -no_clocks]
set_input_delay [expr $clk_period * $clk_io_pct] -clock clk0 $non_clock_inputs
set_output_delay [expr $clk_period * $clk_io_pct] -clock clk0 [all_outputs]

===== flow/config.mk =====
export PLATFORM = sky130hd
export DESIGN_NAME = alu
export DESIGN_NICKNAME = alu
export VERILOG_FILES = /design/flow/design.v
export SDC_FILE = /design/flow/constraint.sdc
export NUM_CORES = 4
export LEC_CHECK = 1
export CORE_UTILIZATION = 40

===== flow/run.sh =====
#!/bin/bash
# OpenROAD 26Q1-2900-gdf79404cd8, Yosys 0.63+post, stock flow scripts
make -C /OpenROAD-flow-scripts/flow DESIGN_CONFIG=/design/flow/config.mk WORK_HOME=/design/flow/orfs finish

===== flow/design.v =====
module alu #(
    parameter N = 32
)(
    input  logic [N-1:0] A,       
    input  logic [N-1:0] B,       
    input  logic [3:0]   F,       
    output logic [N-1:0] Y,       
    output logic         Zero,     
    output logic         OV        
);
    logic signed [N-1:0] As;
    logic signed [N-1:0] Bs;
    logic [N:0] sum;  
    always_comb begin
        As  = $signed(A);
        Bs  = $signed(B);
        sum = '0;
        Y  = '0;
        OV = 1'b0;
        case(F)
            4'b0000: begin
                Y  = As + Bs;
                OV = (As[N-1] == Bs[N-1]) && (Y[N-1] != As[N-1]);
            end
            4'b0001: begin
                sum = {1'b0, A} + {1'b0, B};
                Y   = sum[N-1:0];
                OV  = 1'b0;  
            end
            4'b0010: begin
                Y  = As - Bs;
                OV = (As[N-1] != Bs[N-1]) && (Y[N-1] != As[N-1]);
            end
            4'b0011: begin
                sum = {1'b0, A} - {1'b0, B};
                Y   = sum[N-1:0];
                OV  = 1'b0;  
            end
            4'b0100: Y = A & B;   
            4'b0101: Y = A | B;   
            4'b0110: Y = A ^ B;   
            4'b0111: Y = ~(A | B);  
            4'b1010: Y = (As < Bs) ? 32'd1 : 32'd0;   
            4'b1011: Y = (A < B) ? 32'd1 : 32'd0;     
            default: begin
                Y  = '0;
                OV = 1'b0;
            end
        endcase
    end
    assign Zero = (Y == 0);
endmodule

==> reports/summary.json <==
{
  "synth-warning-count": {"value": 1},
  "power.density": {"value": 20.00, "unit": "nW/um^2"},
  "place.detailed.hpwl": {"value": 17790, "unit": "microns"},
  "synth-cells-yosys": {"value": 966},
  "route.antenna.remaining_nets": {"value": 0},
  "largest_area_cell": {"value": "sky130_fd_sc_hd__ha_1"},
  "weighted_congestion_reported_at_the_end_of_routability_driven_placement": {"value": 0.9868},
  "die_width": {"value": 126.5, "unit": "microns"},
  "timing.critical_path.slowest_cell_delay": {"value": 0.52, "unit": "ns"},
  "critical_path_class": {"value": "input port to output pin"},
  "drive_gt1_share": {"value": 4.523, "unit": "%"},
  "grt_pass1_vias": {"value": 6815},
  "top_cells_by_count": {"value": "sky130_fd_sc_hd__a21oi_1, sky130_fd_sc_hd__ha_1, sky130_fd_sc_hd__inv_1"},
  "initialDrtViolationCount": {"value": 625},
  "chip_area": {"value": 16000, "unit": "sq um"},
  "post_synth_instance_area": {"value": 6198, "unit": "sq um"},
  "timing.critical_path.slowest_stage_cell": {"value": "sky130_fd_sc_hd__or4_1"},
  "post_synthesis_cell_type_count": {"value": 80},
  "multi_input_comb_area": {"value": 5519, "unit": "sq um"},
  "synth_seq_share": {"value": 0, "unit": "%"},
  "design.portCount": {"value": 102},
  "number_of_flip_flops_and_latches": {"value": 0},
  "timing_hold_violations_final": {"value": 0},
  "min_period_over_period": {"value": 57.52, "unit": "%"},
  "timing.critical_path.arrival": {"value": 10.73, "unit": "ns"},
  "drv.max_cap_violation_count": {"value": 0},
  "floorplan.core_area": {"value": 15150, "unit": "sq um"},
  "regArea": {"value": 0, "unit": "sq um"},
  "top_cell": {"value": "sky130_fd_sc_hd__a21oi_1"},
  "outcome": {"value": "complete, no violations"},
  "cts_resized": {"value": 0},
  "routed_wirelength": {"value": 22580, "unit": "microns"},
  "grt_max_degree": {"value": 70},
  "worst_hold_path.endpoint": {"value": "OV"},
  "num_vias": {"value": 7309},
  "cp_common_cell": {"value": "sky130_fd_sc_hd__clkdlybuf4s50_1"},
  "floorplanUtilization": {"value": 40.93, "unit": "%"},
  "maxSlewHeadroom": {"value": 43.48, "unit": "%"},
  "log.warning_count": {"value": 105},
  "p_leak": {"value": 3.161, "unit": "nW"},
  "hold_path.class": {"value": "input port to output pin"},
  "cts.repair_timing.setup_buffer_count": {"value": 0},
  "i_o_buffers": {"value": 102},
  "slew_violations": {"value": 0},
  "critPathTopFamily": {"value": "AND-OR/OR-AND gates"},
  "ys_top_cells_by_area": {"value": "sky130_fd_sc_hd__ha_1, sky130_fd_sc_hd__a21oi_1, sky130_fd_sc_hd__inv_1, sky130_fd_sc_hd__nor2_1, sky130_fd_sc_hd__o21ai_0"},
  "drc_errors_left": {"value": 0},
  "antenna_found_initial": {"value": 0},
  "post_route_minimum_period": {"value": 16.45, "unit": "ns"},
  "worstMarginPinSlew": {"value": 0.8447, "unit": "ns"},
  "num-clock-buffers": {"value": 0},
  "grt_usage": {"value": 28.74, "unit": "%"},
  "grt_first_pass_wirelength": {"value": 36630, "unit": "microns"},
  "totalNegativeSetupSlack": {"value": 0, "unit": "ns"},
  "rsz_0062_raised_after_global_routing": {"value": "false"},
  "avgRoutedWirePerCell": {"value": 18.74, "unit": "microns"},
  "cp.required": {"value": 22.88, "unit": "ns"},
  "min_delay_path_depth": {"value": 5},
  "drtPass1Iterations": {"value": 5},
  "vdd_drop_max": {"value": 0.008643, "unit": "mV"},
  "finalSetupViolCount": {"value": 0},
  "num_rows": {"value": 45},
  "layout.filler_cells": {"value": 1600},
  "mapped_avg_cell_area": {"value": 6.417, "unit": "sq um"},
  "synthDominantCellAreaShare": {"value": 21.19, "unit": "%"},
  "post_cts_hold_fix_buffer_tally": {"value": 0},
  "timing.fmax": {"value": 0.06079, "unit": "GHz"},
  "path_cells": {"value": "clkdlybuf4s50_1 -> ha_1 -> inv_1 -> fa_1 -> nand2b_1 -> a211oi_2 -> o21ai_1 -> o22a_1 -> o211ai_1 -> a21oi_1 -> a21bo_2 -> a2111o_1 -> or4_1 -> or3_1 -> nor4b_1 -> clkdlybuf4s50_1"},
  "synthesized_netlist_cell_count": {"value": 966},
  "min_hold_slack": {"value": 12.50, "unit": "ns"},
  "yosys.stat.chipArea": {"value": 6198, "unit": "sq um"},
  "global_route.overflow_total": {"value": 0},
  "crit_path_max_fanout": {"value": 6},
  "detail_route.antenna_diodes": {"value": 0},
  "die_y": {"value": 126.5, "unit": "microns"},
  "cp_num_buf_inv": {"value": 3},
  "hold_path_startpoint": {"value": "F[1]"},
  "route.detailed.vias_per_inst": {"value": 6.066},
  "area_delta_synth_final": {"value": 16.65, "unit": "%"},
  "cp-end-kind": {"value": "output pin"},
  "setup.worst_path.start_class": {"value": "input port"}
}
## cell type report
cell class	instances	area share, %
tap	188	3.253
timing repair buffer	113	15.12
multi-input combinational	802	76.33
inverter	102	5.295
## cell usage in the layout (no fill, tap or decap), types with 17 or more instances in the layout
master	n
sky130_fd_sc_hd__nor4_1	17
sky130_fd_sc_hd__o31ai_1	22
sky130_fd_sc_hd__a21oi_1	112
sky130_fd_sc_hd__nor2_1	94
sky130_fd_sc_hd__nand2_1	59
sky130_fd_sc_hd__nor3_1	30
sky130_fd_sc_hd__o21ai_0	70
sky130_fd_sc_hd__ha_1	105
sky130_fd_sc_hd__a211oi_1	27
sky130_fd_sc_hd__inv_1	101
sky130_fd_sc_hd__clkdlybuf4s50_1	100
## power by group
part	internal (W)	leakage, nW	switching, W
logic	0.0000602	3.16	0.0000844
registers	0	0	0
clock network	0	0	0
total	0.0000602	3.16	0.0000844
## worst max path at each step
stage / end / slack [ns] / cells after the start / from
after CTS: Zero / 12.16 / 16 / B[0]
final: Zero / 12.15 / 16 / B[0]
after global routing: Zero / 11.81 / 15 / A[12]
## cells by family (layout without fill, tap and decap cells)
group	Yosys count	after routing	synth area share, %
XOR/XNOR	14	14	1.978
multiplexers	13	13	2.120
buffers and inverters	164	215	10.96
adder cells (fa/ha/maj)	107	107	21.84
AND/OR/NAND/NOR	298	298	23.86
AND-OR/OR-AND	370	370	39.24
## tightest hold or removal path, delay by kind of cell
family | cells | cell delay, ns
AND-OR/OR-AND | 1 | 0.07
AND/OR/NAND/NOR | 1 | 0.16
buffers and inverters | 3 | 0.82
## per-stage QoR
step	util (%)	power (W)	setup WS [ns]	instances	cell area [sq um]
floorplan	-	0.00009096	14.03	966	6198
global placement	47.74	0.0001424	12.13	1205	7231
detailed placement	47.74	0.0001414	12.18	1205	7231
CTS	47.74	0.0001424	12.16	1205	7231
global route	47.74	0.0001591	11.81	1205	7231
finish	47.74	0.0001446	12.15	1205	7231
## layer usage
layer  GRT usage, %  routed length, microns
met1          40.94                   10260
met2          44.30                    9635
met3          4.985                    1932
met4          8.646                     746
met5              0                       0
Power is estimated from default activity; no workload was simulated.
